### /design/flow/config.mk
export PLATFORM = sky130hd
export DESIGN_NAME = chunker_with_buffer
export DESIGN_NICKNAME = chunker_with_buffer
export VERILOG_FILES = /design/flow/design.v
export SDC_FILE = /design/flow/constraint.sdc
export NUM_CORES = 4
export LEC_CHECK = 1
export CORE_UTILIZATION = 40
export SYNTH_HDL_FRONTEND = slang
### /design/flow/constraint.sdc
current_design chunker_with_buffer

set clk_period 5.2
set clk_io_pct 0.2

create_clock -name clk0 -period $clk_period [get_ports {clk}]

set non_clock_inputs [all_inputs -no_clocks]
set_input_delay [expr $clk_period * $clk_io_pct] -clock clk0 $non_clock_inputs
set_output_delay [expr $clk_period * $clk_io_pct] -clock clk0 [all_outputs]
### /design/flow/design.v
`default_nettype none
module chunker_with_buffer #(
 parameter L = 128,
 parameter M = 32
)
(
input wire clk,
input wire reset,
input wire [L-1:0] data_in,
input wire strobe,  
output reg [M-1:0] q,
output reg valid  
);
integer l;
reg done, ready;
reg [L-1:0] data_copy;
parameter NR = L/M;
always @(posedge clk or posedge reset) begin
  if (reset) begin
    q <= 0;
    valid <= 0;
    ready <= 0;
    done <= 0;
    l <= 0;
  end else begin
    if (ready && !done) begin
      if (l <= NR-1) begin
        q[M-1:0] <= data_copy[((NR-1)-l)*M +: M];  
        valid <= 1;
        l <= l+1;
      end else begin
        if (!strobe) begin
          q <= 0;  
          valid <= 0;
          done <= 1;
        end
      end
    end
    if (strobe) begin
      data_copy <= data_in;
      q[M-1:0] <= data_in[(NR-1)*M +: M];  
      valid <= 1;
      l <= 1;
      ready <= 1;
      done <= 0;
    end
  end
end
endmodule: chunker_with_buffer
`default_nettype wire
### /design/flow/run.sh
#!/bin/bash
# OpenROAD 26Q1-2900-gdf79404cd8, Yosys 0.63+post, stock flow scripts
make -C /OpenROAD-flow-scripts/flow DESIGN_CONFIG=/design/flow/config.mk WORK_HOME=/design/flow/orfs finish
==> results_slide.txt <==
Synthesis and Place & Route Summary

Outcome
  • Outcome: complete, no violations

Floorplanning
  • Chip Width: 142 um
  • Die area: 0.0203 mm2
  • Rows: 51
  • I/O pins: 164
  • Core footprint: 0.0194 mm2
  • Pre-Place Util: 40.7%
  • Die H: 142 um

Timing
  • Fin crit share: 53.4%
  • Min Tclk post-route: 2.77 ns
  • RSZ-0062 raised after global routing: no
  • Final hold violation count: 0
  • Pins Over Slew Limit: 0
  • Worst Hold Slack: 0.508 ns
  • Endpoints failing setup: 0
  • Final Skew: 0.00773 ns
  • Fin worst setup slack: 2.43 ns
  • Slew margin rel.: 53.1%
  • Setup total negative slack: 0 ns
  • FMAX: 360 MHz
  • Worst-margin pin slew: 0.703 ns

Final layout
  • Design Area, Final: 0.0104 mm2
  • Ratio of cells with drive above 1 in the final layout: 11.8%
  • Layout area overhead: 31.9%
  • # fillers: 1577

Synthesis
  • Mapped Avg Cell Area: 15.1 um2
  • Post-synthesis cell count: 523
  • Commonest register cell after synthesis: edfxtp_1
  • Flops & latches, synth: 195
  • Asr flop ratio synth: 34.4%
  • XORs/XNORs by Area: 0.111%
  • Cell Area, Synth: 0.00789 mm2
  • Yosys stat cell total: 523
  • Yosys chip area: 0.00789 mm2
  • Simple-Gate Fraction of Synth Area: 7.18%
  • Post-synth cell types: 36
  • Top post-synthesis cells by area: edfxtp_1, dfrtp_1, mux4_2, a22oi_1, o21ai_1
  • Synth Seq Share: 70.0%
  • Dominant kind of combinational cell: multiplexers
  • Yosys top cell by instances: edfxtp_1
  • Ys Warns: 0
  • Area leader, netlist: edfxtp_1
  • Compound Share, Synth: 9.35%
  • Synth top cells by count: edfxtp_1, dfrtp_1, inv_1, a22oi_1, mux4_2
  • EDFF count, synth: 128
  • Post-synth top area share: 48.7%
  • Synth Area in Adders: 0.476%
  • Synth mux share: 9.54%

CTS
  • Clock-pin slew on the worst setup and hold paths: 0.07 ns
  • Postcts setup bufs: 0
  • Maximum root-to-sink buffer count: 2
  • CTS Hold Bufs: 0
  • CTS resizes: 0
  • CTS Root Cell: clkbuf_16
  • H-tree depth: 4
  • TritonCTS clock tree: built
  • Late-Pin Clk Latency: 0.42 ns
  • Clock sinks: 195
  • Clock buffer count from CTS: 17

Worst hold path
  • Worst min-delay path class: register to register
  • Hold depth: 2

Power and ir drop
  • Net Sw Power: 0.00116 W
  • Clock power share: 29.9%
  • Pwr/cell area: 415 mW/mm2
  • Seq pwr share: 45.6%
  • Comb pwr share: 24.5%
  • Tot Pwr: 0.00432 W
  • Worst VDD drop: 0.241 mV
  • Switching Fraction: 26.9%
  • Leakage: 3.73 nW
  • Internal: 0.00316 W

Routing
  • Via count: 5035
  • # diodes: 0
  • Remaining antenna violation count after routing: 0
  • Iteration-0 DRC Markers: 304
  • DR vias/cell: 5.24
  • Pre-Repair DR Iteration Count: 4
  • WL final: 16700 um
  • Residual DRC: 0
  • DR WL/cell: 17.4 um

Job
  • Tool warnings: 28
  • Maximum Capacitance Violations: 0

Setup path
  • Worst setup EP type: register
  • Crit path kind: register to register
  • WP data required: 5.54 ns
  • Worst Path Max Fanout: 34
  • Cell count of the worst reg-to-reg path: 7
  • CP Launch Type: register
  • CP arrival: 3.11 ns

Placement
  • IO Port Bufs: 163
  • HPWL after detailed placement: 10700 um
  • Placed cell area: 0.00982 mm2
  • Pre-CTS WS: 2.35 ns
  • Gp weighted congestion: 0.833

GRT
  • Largest net degree at the start of global routing: 121
  • Vias in the first global route: 5167
  • First-pass GRT wire length: 26500 um
  • GRT Resource Usage Total: 18.5%
  • Initial antenna violation count: 0
  • Overflow after GRT: 0
==> flip-flops by register name, indices dropped and copies added (netlist names) <==
name	count
done	1
q	32
l	32
ready	1
valid	1
data_copy	128
==> cell families after synthesis <==
logic type               count (synthesis)
flip-flops                             195
AND-OR/OR-AND                          123
AND/OR/NAND/NOR                         98
buffers and inverters                   68
multiplexers                            35
adder cells (fa/ha/maj)                  3
XOR/XNOR                                 1
==> worst max-delay path, stage by stage (launching register included) <==
cell,delay (ns)
dfrtp_2,0.36
buf_4,0.57
ha_1,0.33
nand3_1,0.22
nor4_1,0.36
nand2_1,0.19
or4_1,0.50
a21oi_1,0.15
==> cell usage in the layout (no fill, tap or decap), types with 15 or more instances in the layout <==
cell,instances
o21ai_1,30
o21ai_0,17
edfxtp_1,128
clkdlybuf4s50_1,162
a22oi_1,32
mux4_2,32
a21oi_1,29
or4_1,15
or3_1,18
inv_1,37
dfrtp_1,65
clkbuf_16,17
==> per-layer routing <==
metal	vias to the layer above	part of all wire [%]	GRT usage (%)
met1	2431	43	29.2
met4	0	0.66	1.75
li1	2355	-	-
met2	241	46	26.4
met3	8	10	8.70
met5	-	0	0
==> through the flow <==
step	instances	utilization, %
CTS	961	53.7
floorplan	523	-
global placement	929	50.6
finish	961	53.7
global route	961	53.7
detailed placement	929	50.6
==> path summary, 6_finish.rpt <==
check	start	endpoint	slack [ns]
min reg2reg	valid$_DFFE_PP0P_	valid$_DFFE_PP0P_	0.51
min	valid$_DFFE_PP0P_	valid$_DFFE_PP0P_	0.51
max	l[0]$_DFFE_PP0P_	l[28]$_DFFE_PP0P_	2.43
min in group asynchronous	reset	q[4]$_DFFE_PP0P_	1.00
max reg2reg	l[0]$_DFFE_PP0P_	l[28]$_DFFE_PP0P_	2.43
max in group asynchronous	reset	l[0]$_DFFE_PP0P_	3.16
==> power groups by stage <==
stage / sequential, W / combinational (W) / clock (W)
final: 0.00197 / 0.00106 / 0.00129
after global routing: 0.00199 / 0.00117 / 0.00139
after CTS: 0.00197 / 0.00108 / 0.00133
==> layout make-up <==
cell class                      count  area (um2)  area share (%)
Clock buffer                       20         437            4.20
Clock inverter                     12         150            1.44
Inverter                           38         143            1.37
Multi-Input combinational cell    260        2120            20.4
Sequential cell                   195        5520            53.1
Tap cell                          265         332            3.19
Timing Repair Buffer              171        1700            16.3
Power is estimated from default activity; no workload was simulated.
