[design/flow/config.mk]
export PLATFORM = sky130hd
export DESIGN_NAME = toeplitz_p
export DESIGN_NICKNAME = toeplitz_p
export VERILOG_FILES = /design/flow/design.v
export SDC_FILE = /design/flow/constraint.sdc
export NUM_CORES = 4
export LEC_CHECK = 1
export CORE_UTILIZATION = 30
export SYNTH_HDL_FRONTEND = slang
[design/flow/constraint.sdc]
current_design toeplitz_p

set clk_period 3.8
set clk_io_pct 0.2

create_clock -name clk0 -period $clk_period [get_ports {clk}]

set non_clock_inputs [all_inputs -no_clocks]
set_input_delay [expr $clk_period * $clk_io_pct] -clock clk0 $non_clock_inputs
set_output_delay [expr $clk_period * $clk_io_pct] -clock clk0 [all_outputs]
[design/flow/design.v]
`default_nettype none
module gencol #(
 parameter BS = 64,
 parameter N = 256,
 parameter L = 128,
 parameter STRIDE = 1,
 parameter INDEX = 0
)
(
input clk,
input reset,
input wire [N-1:0] rrow0,
input wire [L-1:0] col0,
output reg [L-1:0] col
);
parameter XSZ = N/BS;
parameter YSZ = L/BS;
logic [N-1:0] rrow;
integer cnt;
always @(posedge clk) begin
  if (reset || cnt == N-STRIDE+INDEX) begin
    if (INDEX == 0)
      col <= col0;
    else
      col <= { rrow0[(INDEX>0 ? INDEX-1 : INDEX):0], col0[L-1:INDEX] };
    rrow <= rrow0 >> INDEX;
    cnt <= INDEX;
  end else begin
    col <= { rrow[STRIDE-1:0], col[L-1:STRIDE] };
    rrow <= { {STRIDE{1'b0}}, rrow[N-1:STRIDE] };
    cnt <= cnt+STRIDE;
  end
end
endmodule: gencol
`default_nettype wire
module readrc #(
 parameter BS = 64,
 parameter N = 256,
 parameter L = 128
)
(
output reg [N-1:0] rrow0,  
output reg [L-1:0] col0
);
parameter XSZ = N/BS;
parameter YSZ = L/BS;
logic [BS-1:0] rr [0:XSZ-1];
logic [BS-1:0] c [0:YSZ-1];
initial begin
  $readmemh("c64-hex.dat", c);
  $readmemh("rr64-hex.dat", rr);
  rrow0 = {>>{rr}} >> 1;  
  col0 = {>>{c}};
end
endmodule: readrc
`default_nettype none
timeunit 1ns;
timeprecision 100fs;
module toeplitz_p #(
 parameter BS = 64,
 parameter N = 256,
 parameter L = 128,
 parameter WIDTH = 2
)
(
input wire clk,
input wire reset,
input wire [WIDTH-1:0] data,
output reg [L-1:0] q,
output reg qstrobe  
);
parameter XSZ = N/BS;
parameter YSZ = L/BS;
logic [N-1:0] rrow0;
logic [L-1:0] col0;
readrc #(.BS(BS), .N(N), .L(L)) readrc_inst(.rrow0, .col0);
logic [L-1:0] col[WIDTH];
genvar k;
generate for (k = 0; k < WIDTH; k = k+1) begin: gencol_loop
  gencol #(.BS(BS), .N(N), .L(L), .STRIDE(WIDTH), .INDEX(k)) gencol_inst (.clk, .reset, .rrow0, .col0, .col(col[WIDTH-1-k]));  
end
endgenerate
reg [L-1:0] y;
reg [L-1:0] ynew;
integer cnt;
always @(posedge clk) begin
  if (reset) begin
    q <= 0;
    qstrobe <= 0;
    y <= 0;
    cnt <= 0;
  end else begin
    for (int i = 0; i < L; i++) begin
      ynew[i] = y[i];
      for (int k = 0; k < WIDTH; k = k+1) begin
        ynew[i] = ynew[i] ^ (data[k] & col[k][i]);
      end
    end
    if (cnt < (N-WIDTH)) begin
      cnt <= cnt+WIDTH;
      qstrobe <= 0;
      y <= ynew;
    end else begin
      cnt <= 0;
      qstrobe <= 1;
      q <= ynew;
      y <= 0;
    end
  end
end
endmodule: toeplitz_p
`default_nettype wire  
[design/flow/c64-hex.dat]
023334605d2466c2
de9725e270f0ee93
[design/flow/rr64-hex.dat]
8becd6a49362e043
714d1a1ed7b645bd
19426da74fefc14d
f1dcd03202614a38
[design/flow/run.sh]
#!/bin/bash
# OpenROAD 26Q1-2900-gdf79404cd8, Yosys 0.63+post, stock flow scripts
make -C /OpenROAD-flow-scripts/flow DESIGN_CONFIG=/design/flow/config.mk WORK_HOME=/design/flow/orfs finish
==> impl_metrics.toml <==
# flow metrics
[outcome]
outcome = "finished, final reports clean"

[job]
warning_count = 27
cap_violations = 0

[clocking]
cts.path.max_buffers = 2
cts_root_buf = "clkbuf_8"
clock-sinks = 32
hold_buffers = 0
htree_levels = 2
clock_latency_ns = 0.28
cts.clk_slew.worst_paths_ns = 0.07
numCtsBuffers = 5
cts_resized = 0
cts_setup_buffers = 0
cts_tree = "built"

[floorplanning]
dieWidth_um = 94.1
num_rows = 33
num_io_pins = 133
coreArea_um2 = 8220
die-area_um2 = 8860
die_h_um = 94.1
initCoreUtil_pct = 31.0

[synthesis]
synthArstFlopShare_pct = 0
netlist_area_um2 = 2540
synth_cells = 303
syn_avg_cell_area_um2 = 8.40
ff_type = "dfxtp_1"
yosysSeqAreaShare_pct = 25.2
numSynthFlops = 32
yosysUniqueCellTypes = 33
common_cells = "buf_4 (129), dfxtp_1 (32), a211oi_1 (17), nor3_1 (17)"
topCellsByArea = "buf_4 (38%), dfxtp_1 (25%), a211oi_1 (5.0%), nor3_1 (3.3%), nand4_1 (2.2%)"
yosysTopAreaCell = "buf_4"
yosys.area.top_type_share_pct = 38.1
yosysWarnings = 383
synth_dominant_cell_count = "buf_4"
yosys_area_um2 = 2540
synth-edff-count = 0
ys_cells = 303

[route]
viasPerCell = 4.09
dr.pass1.iters = 4
drtAntennaViolNets = 0
drc = 0
dr_total_vias = 1663
antenna_cells = 0
wl_per_cell_um = 9.02
drt_iter0_markers = 65
wl_um = 3670

[final_timing]
rsz0062_at_grt = "no"
timing.fmax_ghz = 0.426
fin_crit_sh_pct = 61.7
min_period_ns = 2.35
finalSetupViolCount = 0
finalSetupTns_ns = 0
whs_ns = 0.447
finalMaxSlewViolations = 0
hold_violations = 0
max_slew_margin_pct = 58.5
fin_skew_ns = 0.00815
worstMarginPinSlew_ns = 0.623

[worst_setup_path]
arrival_ns = 2.54
r2r_cells = 4
crit_path_end_kind = "register"
ff2ff_setup_slack_ns = 1.45
start_kind = "register"
slowest_delay_ns = 0.78
crit_fanout = 17
critPathRequiredTime_ns = 4.00
r2r-end = "cnt[24]$_SDFF_PP0_"
cpMostUsedCell = "or4_1"
path_cells = "nand4_2, or4_1, or4_1, a211oi_1"
critPathKind = "reg2reg"
reg2reg_from = "cnt[6]$_SDFF_PP0_"
slowest_stage = "or4_1"

[hold_path]
min_path_type = "reg2reg"
hold_start = "cnt[31]$_SDFF_PP0_"
worstHoldEndpoint = "cnt[31]$_SDFF_PP0_"
min_path_cells = 2

[grt]
grt_most_used_layer = "met2"
met3_usage_pct = 1.15
grt_overflow = 0
use_met1_pct = 11.1
grt_pass1_vias = 1261
grt_usage_pct = 7.76
grt_max_degree = 33
grt_pass1_wl_um = 5720
grtUsageMet2_pct = 12.8
antenna_found_initial = 0

[finish]
stdcell_area_um2 = 2250
areaGrowthSynthToFinish_pct = -11.5
nFillCells = 891
final_core_util_pct = 27.4
drive_gt1_share_pct = 5.96

[place]
dpl_cell_area_um2 = 2150
gp_congestion = 0.768
portBuffers = 2
hpwl_um = 2490

[power_and_ir_drop]
ir_drop_mv = 0.132
finalPower_uw = 674
leakage_uw = 0.000892
powerDensity_nw_per_um2 = 299
[metal layers]
metal	share of wire [%]	up-vias
met1	45	760
li1	-	815
met3	7.7	5
met4	1.5	0
met2	45	83
met5	0	-
[flip-flops by register name, indices dropped and copies added (netlist names)]
name / flops
cnt: 31
qstrobe: 1
[final cells by class]
type                       instances  area [µm²]  area share [%]
clock buffer                       6        72.6            3.22
clock inverter                     2        35.0            1.55
tap                              105         131            5.83
sequential                        32         641            28.4
inverter                           3        11.3           0.500
multi-input combinational        256        1340            59.2
timing repair buffer               3        27.5            1.22
[how the worst max path moves through the flow]
stage | from | to | slack, ns | cells past startpoint
after CTS | cnt[6]$_SDFF_PP0_ | cnt[24]$_SDFF_PP0_ | 1.47 | 4
after global routing | cnt[6]$_SDFF_PP0_ | cnt[28]$_SDFF_PP0_ | 1.32 | 4
final | cnt[6]$_SDFF_PP0_ | cnt[24]$_SDFF_PP0_ | 1.45 | 4
[placed cells by master (no fill, tap or decap), types with 3 or more instances in the layout]
cell type and n:
conb_1 128, or3_2 4, clkbuf_8 5, xor2_1 6
dfxtp_1 32, o31ai_1 7, nand2_1 9, xnor2_1 6
or3_1 5, inv_1 3, a211oi_1 17, nor4_1 8
or4_1 7, nand4_1 9, o21ai_0 8, and4_1 4
nand3_1 9, nor3_1 17
[critical path: cells and delay by family, from the launching register on]
| family | cells | cell delay, ns |
|---|---|---|
| compound gates | 1 | 0.23 |
| flops | 1 | 0.44 |
| simple gates | 3 | 1.56 |
[stage by stage]
| stage | instances | worst slack (ns) |
|---|---|---|
| after floorplan | 430 | 1.82 |
| after global placement | 399 | 1.54 |
| after detailed placement | 399 | 1.49 |
| after CTS | 407 | 1.47 |
| after global routing | 407 | 1.32 |
| final | 407 | 1.45 |
[report_power, final]
group	leakage (µW)	switching (µW)	total [µW]	internal, µW
registers	0.000258	2.90	341	338
clock network	0.0000552	123	317	194
logic	0.000579	11.0	15.6	4.64
total	0.000892	137	674	537
[cells by family after synthesis]
| logic type | share of synthesized area, % |
|---|---|
| fa+ha+maj | 0.492 |
| simple gates | 19.6 |
| flops | 25.2 |
| compound gates | 9.39 |
| buf+inv | 41.1 |
| xor+xnor | 4.13 |
| other cells | 0.147 |
Power figures rest on the tool's default switching activity, not on a simulated workload.
