**./config.mk**
```make
export PLATFORM = sky130hd
export DESIGN_NAME = toeplitz
export DESIGN_NICKNAME = toeplitz
export VERILOG_FILES = /design/flow/design.v
export SDC_FILE = /design/flow/constraint.sdc
export NUM_CORES = 4
export LEC_CHECK = 1
export CORE_UTILIZATION = 30
export SYNTH_HDL_FRONTEND = slang
```
**./constraint.sdc**
```tcl
current_design toeplitz

set clk_period 6.4
set clk_io_pct 0.2

create_clock -name clk0 -period $clk_period [get_ports {clk}]

set non_clock_inputs [all_inputs -no_clocks]
set_input_delay [expr $clk_period * $clk_io_pct] -clock clk0 $non_clock_inputs
set_output_delay [expr $clk_period * $clk_io_pct] -clock clk0 [all_outputs]
```
**./design.v**
```verilog
`default_nettype none
module gencol #(
 parameter BS = 64,
 parameter N = 256,
 parameter L = 128,
 parameter STRIDE = 1,
 parameter INDEX = 0
)
(
input clk,
input reset,
input wire [N-1:0] rrow0,
input wire [L-1:0] col0,
output reg [L-1:0] col
);
parameter XSZ = N/BS;
parameter YSZ = L/BS;
logic [N-1:0] rrow;
integer cnt;
always @(posedge clk) begin
  if (reset || cnt == N-STRIDE+INDEX) begin
    if (INDEX == 0)
      col <= col0;
    else
      col <= { rrow0[(INDEX>0 ? INDEX-1 : INDEX):0], col0[L-1:INDEX] };
    rrow <= rrow0 >> INDEX;
    cnt <= INDEX;
  end else begin
    col <= { rrow[STRIDE-1:0], col[L-1:STRIDE] };
    rrow <= { {STRIDE{1'b0}}, rrow[N-1:STRIDE] };
    cnt <= cnt+STRIDE;
  end
end
endmodule: gencol
`default_nettype wire
module readrc #(
 parameter BS = 64,
 parameter N = 256,
 parameter L = 128
)
(
output reg [N-1:0] rrow0,  
output reg [L-1:0] col0
);
parameter XSZ = N/BS;
parameter YSZ = L/BS;
logic [BS-1:0] rr [0:XSZ-1];
logic [BS-1:0] c [0:YSZ-1];
initial begin
  $readmemh("c64-hex.dat", c);
  $readmemh("rr64-hex.dat", rr);
  rrow0 = {>>{rr}} >> 1;  
  col0 = {>>{c}};
end
endmodule: readrc
`default_nettype none
timeunit 1ns;
timeprecision 100fs;
module toeplitz #(
 parameter BS = 64,
 parameter N = 256,
 parameter L = 128
)
(
input wire clk,
input wire reset,
input wire data,
output reg [L-1:0] q,
output reg qstrobe  
);
parameter XSZ = N/BS;
parameter YSZ = L/BS;
logic [N-1:0] rrow0;
logic [L-1:0] col0;
readrc #(.BS(BS), .N(N), .L(L)) readrc_inst(.rrow0, .col0);
logic [L-1:0] col;
gencol #(.BS(BS), .N(N), .L(L)) gencol_inst (.clk, .reset, .rrow0, .col0, .col);
reg [L-1:0] y;
reg [L-1:0] ynew;
integer cnt;
always @(posedge clk) begin
  if (reset) begin
    q <= 0;
    qstrobe <= 0;
    y <= 0;
    cnt <= 0;
  end else begin
    for (int i = 0; i < L; i++) begin
      ynew[i] = y[i] ^ (data & col[i]);
    end
    if (cnt < (N-1)) begin
      cnt <= cnt+1;
      qstrobe <= 0;
      y <= ynew;
    end else begin
      cnt <= 0;
      qstrobe <= 1;
      q <= ynew;
      y <= 0;
    end
  end
end
endmodule: toeplitz
`default_nettype wire  
```
**./c64-hex.dat**
```
023334605d2466c2
de9725e270f0ee93
```
**./rr64-hex.dat**
```
8becd6a49362e043
714d1a1ed7b645bd
19426da74fefc14d
f1dcd03202614a38
```
**./run.sh**
```bash
#!/bin/bash
# OpenROAD 26Q1-2900-gdf79404cd8, Yosys 0.63+post, stock flow scripts
make -C /OpenROAD-flow-scripts/flow DESIGN_CONFIG=/design/flow/config.mk WORK_HOME=/design/flow/orfs finish
```
==> Changelog: implementation <==
### Metrics

* Sequential cell area fraction in the yosys report at 0.259
* Resize count post-CTS at 0
* RR Startpoint: cnt[3]$_SDFF_PP0_
* Via-per-instance ratio at 4.05
* Synthesized instance count at 311
* DR iter-0 viols at 83
* First-pass GRT wire length at 5960 um
* Leakage at 0.908 nW
* GR Util All Layers at 0.0808
* Initial antenna violation count at 0
* Clk latency late pin at 280 ps
* Slew headroom at 0.633
* Max Cap Violations at 0
* Final total power at 0.389 mW
* Fp_density at 0.310
* Width of the die at 94.2 um
* CTS Buf Count at 5
* Placed Instances at 407
* Worst-Margin Slew at 551 ps
* Core ar. at 8220 um2
* Post-synthesis cell type count at 29
* Yosys xor share at 0.0412
* DR vias at 1680
* Share of cells above drive strength 1 at 0.0419
* F_max at 0.423 GHz
* Worst Hold Depth at 1
* CTS tree: done
* Overflow after GRT at 0
* Top Layer Used: met4
* Worst VDD drop at 0.0000587 V
* Largest net degree at the start of global routing at 34
* Top non-seq family: buffers and inverters
* Die height at 94.2 um
* DR WL/cell at 9.04 um
* CP Class: reg2reg
* Worst Setup Start Kind: flop
* Setup violations, final at 0
* Area leader, netlist: buf_4
* Outcome: finished, final reports clean
* Die area at 8870 um2
* Critical path arrival at 2560 ps
* Metal-1 WL at 1780 um
* Final worst path period need at 2360 ps
* Pre-Repair DR Iteration Count at 4
* Total negative slack at 0 ps
* Final Hold Viols at 0
* Worst Setup SP: cnt[3]$_SDFF_PP0_
* Mapped Area at 2550 um2
* Non-Filler Instances at 415
* Clock Sinks at 33
* Reg2reg path depth at 4
* Post-Synth Adder-Cell Area at 0.00491
* Fin area at 2290 um2
* Clock-pin slew on the worst setup and hold paths at 70 ps
* Area share, top type at 0.377
* Post-route clock period utilization at 0.369
* Crit path DRT at 6600 ps
* ANT cells at 0
* DRC viols at 0
* Metal2 WL at 1620 um
* # IOs at 132
* Worst Path Max Fanout at 19
* # fillers at 876
* Worst Skew at 3.81 ps
* Routability cong. at 0.756
* Placed Instance Area at 2190 um2
* Cell total in the yosys stat output at 311
* Vias in the first global route at 1279
* Crit end category: flop
* Met3 WL at 302 um
* Top cells, area: buf_4 38%, dfxtp_1 26%, a211oi_1 5.0%
* Post-synth regs at 33
* Setup repair bufs after CTS at 0
* HP Class: reg2reg
* DP Wirelength at 2560 um
* FP Rows at 33
* Yosys aoi share at 0.0957
* Log Warnings at 26
* Post-Syn Area per Cell at 8.20 um2
* Max H-tree Level at 2
* CTS hold repair buffers at 0
* RSZ-0062 raised after global routing: false
* Number of port buffers at 2
* Final Max Tran Viols at 0
* Syn. warnings at 383
* Simple-Gate Area Share at 0.197
* Antenna-violating nets left at 0
* Cell chosen for the clock root: clkbuf_8
* Area Overhead vs Synth at -10.1%
* HP Start: cnt[0]$_SDFF_PP0_
* WL final at 3750 um
* Pwr Density at 170 nW/um2
* Mux share at 0
* CTS Buffer Depth at 2
* Yosys Chip Area at 2550 um2
## worst max-delay path, stage by stage, from the launching register on
cell and delay, ps:
dfxtp_1 450, nand4_4 180, or4_1 820, or4_1 570, a211oi_1 260
## worst paths after layout
check	endpoint	slack (ps)
max	cnt[29]$_SDFF_PP0_	4040
min	cnt[0]$_SDFF_PP0_	460
max reg2reg	cnt[29]$_SDFF_PP0_	4040
min reg2reg	cnt[0]$_SDFF_PP0_	460
## cells by family after synthesis
group                      count (synthesis)
other                                      1
and+or+nand+nor                           85
buffers and inverters                    143
AOI/OAI and AO/OA                         36
DFF                                       33
xor gates and xnor gates                  12
adders and majority gates                  1
## metrics by stage
stage / worst slack (ps) / hold WS (ps) / util
floorplan: 4440 / 425 / -
global placement: 4010 / 443 / 0.266
detailed placement: 4000 / 457 / 0.266
CTS: 4030 / 467 / 0.279
global route: 3870 / 501 / 0.279
finish: 4040 / 464 / 0.279
## layer usage
layer / track usage / up-vias
met2: 0.125 / 90
met1: 0.121 / 756
met3: 0.0140 / 6
met4: 0.0103 / 0
li1: - / 828
met5: 0 / -
## power by group
part	total [mW]	leakage (nW)	internal, mW	switching (mW)
Combinational	0.00910	0.587	0.00274	0.00636
Clock	0.172	0.0542	0.0971	0.0748
Sequential	0.208	0.266	0.207	0.00143
## synth_stat cells
cell type / instances
buf_2: 2
nand4_4: 1
xor2_1: 5
or3_1: 9
nor4_1: 3
clkbuf_1: 10
nor3b_1: 1
o21ai_0: 9
xnor2_1: 7
ha_1: 1
a211oi_1: 17
inv_1: 3
nor2b_1: 1
or2_2: 1
nand2_1: 13
a31oi_1: 1
nor3_1: 18
buf_4: 128
nand3_1: 9
dfxtp_1: 33
or4_1: 13
a21oi_1: 1
nor2_1: 3
and4_1: 5
nand2b_1: 1
and2_1: 1
o31ai_1: 8
nand4_1: 6
conb_1: 1
## sequential cells by signal (all words and copies together), names as in the netlist
name	flops
cnt	32
qstrobe	1
## final cells by class
cell class | count | area (um2) | area share
Tap cell | 105 | 131 | 0.0573
Clock inverter | 1 | 5.00 | 0.00218
Clock buffer | 7 | 96.3 | 0.0421
Timing Repair Buffer | 4 | 35.0 | 0.0153
Sequential cell | 33 | 661 | 0.288
Inverter | 3 | 11.3 | 0.00492
Multi-Input combinational cell | 262 | 1350 | 0.590
## cell usage in the layout (no fill, tap or decap)
cell	Yosys	routed
a211oi_1	17	17
a21oi_1	1	1
a31oi_2	0	1
and2_1	1	1
and4_1	5	5
buf_4	128	2
clkbuf_8	0	7
clkdlybuf4s50_1	0	2
clkinv_2	0	1
conb_1	1	128
dfxtp_1	33	33
ha_1	1	1
inv_1	3	3
nand2_1	13	13
nand2b_1	1	1
nand3_1	9	9
nand4_1	6	6
nand4_4	1	1
nor2_1	3	3
nor2b_1	1	1
nor3_1	18	18
nor3b_1	1	1
nor4_1	3	3
o21ai_0	9	9
o31ai_1	8	8
or2_2	1	1
or3_1	9	9
or4_1	13	13
xnor2_1	7	7
xor2_1	5	5
No activity file was given, so power comes from the tool's default toggle rates.
